[config.mk]
export PLATFORM = sky130hd
export DESIGN_NAME = shift_add_multiplier
export DESIGN_NICKNAME = shift_add_multiplier
export VERILOG_FILES = /design/flow/design.v
export SDC_FILE = /design/flow/constraint.sdc
export NUM_CORES = 4
export LEC_CHECK = 1
export CORE_AREA = 10 10 109 109
export DIE_AREA = 0 0 119 119
export SYNTH_HDL_FRONTEND = slang
[constraint.sdc]
current_design shift_add_multiplier

set clk_period 2.9
set clk_io_pct 0.2

create_clock -name clk0 -period $clk_period [get_ports {clk}]

set non_clock_inputs [all_inputs -no_clocks]
set_input_delay [expr $clk_period * $clk_io_pct] -clock clk0 $non_clock_inputs
set_output_delay [expr $clk_period * $clk_io_pct] -clock clk0 [all_outputs]
[design.v]
module counter #(parameter N=4) (
  input logic clk, rst,
  input logic load, en,          
  input logic up_down,           
  input logic[N-1:0] data_in,    
  output logic[N-1:0] data_out,  
  output logic c_end             
);
logic[N-1:0] r_reg, r_next;
always_ff @(posedge clk, posedge rst)
  begin
    if(rst)
      r_reg <= 0;
    else
      r_reg <= r_next;
  end
always_comb begin
  r_next = r_reg;
  if(load)
    r_next = data_in;
  else if(en) begin
    if(up_down)
      r_next = r_reg + 1;
    else if(r_reg != 0)
      r_next = r_reg - 1;
  end
end
assign c_end = (r_reg == 0);  
assign data_out = r_reg;
endmodule
module shift_add_multiplier (
    input logic clk, rst,
    input logic[7:0] b,
    input logic[7:0] q,
    output logic[15:0] result,
    output logic d_end
);
logic [8:0] a;
logic [3:0] data_out;
logic load_counter, en_counter, c_end, up_down;
logic [1:0] a_ctrl, b_ctrl, q_ctrl;
logic [8:0] a_out;                       
logic [7:0] b_out, q_out;
logic a_ser_in, a_ser_out, b_ser_in, b_ser_out, q_ser_out;
logic [7:0] f;
logic m, s, c_in, a_eq_b, c_out, c_ripple;
typedef enum {idle, ready, verify, add, shift, done} state_type;
state_type state_reg, state_next;
shift_register #(9) A (
    .clk(clk),
    .rst(rst),
    .ctrl(a_ctrl),
    .parallel_in(a),
    .ser_in(1'b0),
    .parallel_out(a_out),
    .ser_out(a_ser_out)
);
shift_register #(8) B (
    .clk(clk),
    .rst(rst),
    .ctrl(b_ctrl),
    .parallel_in(b),
    .ser_in(b_ser_in),
    .parallel_out(b_out),
    .ser_out(b_ser_out)
);
shift_register #(8) Q (
    .clk(clk),
    .rst(rst),
    .ctrl(q_ctrl),
    .parallel_in(q),
    .ser_in(a_out[0]),
    .parallel_out(q_out),
    .ser_out(q_ser_out)
);
counter count (
    .clk(clk),
    .rst(rst),
    .load(load_counter),
    .en(en_counter),
    .up_down(1'b0),         
    .data_in(4'b0111),
    .data_out(data_out),
    .c_end(c_end)
);
ula_8_bits operation (
    .a(a_out[7:0]),
    .b(b_out),
    .s(4'b0001),            
    .m(1'b0),               
    .f(f),
    .c_in(1'b0),
    .a_eq_b(a_eq_b),
    .c_out(c_out),
    .c_ripple(c_ripple)
);
always_ff @(posedge clk, posedge rst) begin
    if(rst)
        state_reg <= idle;
    else
        state_reg <= state_next;
end
always_comb begin
    a_ctrl = 2'b00;
    b_ctrl = 2'b00;
    q_ctrl = 2'b00;
    a = 9'b000000000;
    load_counter = 0;
    en_counter = 0;
    state_next = state_reg;
    d_end = 0;
    case(state_reg)
        idle: begin
            a_ctrl = 2'b11;
            b_ctrl = 2'b11;
            q_ctrl = 2'b11;
            load_counter = 1;
            state_next = verify;
        end
        verify: begin
            if(q_out[0] == 1)
                state_next = add;
            else
                state_next = shift; 
        end
        add: begin
            a_ctrl = 2'b11;
            a = {c_out, f};
            state_next = shift;
        end
        shift: begin
            a_ctrl = 2'b01;
            q_ctrl = 2'b01;
            en_counter = 1;
            if(c_end == 0)
                state_next = verify;
            else
                state_next = done;
        end
        done: begin
            d_end = 1;
            state_next = idle;
        end
        default: state_next = idle;
    endcase
end
assign result = {a_out[7:0], q_out};   
endmodule
module shift_register #(parameter N = 8) (
  input logic clk, rst,
  input logic[1:0] ctrl,
  input logic[N-1:0] parallel_in,
  input logic ser_in,
  output logic[N-1:0] parallel_out,
  output logic ser_out
);
logic[N-1:0] r_reg, r_next;
logic ser_value;
always_ff @(posedge clk, posedge rst)
  begin
    if(rst) begin
      r_reg <= 0;
      ser_out <= 0;
    end else begin
      ser_out <= ser_value;
      r_reg <= r_next;
    end
  end
always_comb begin
  ser_value = 0;  
  case(ctrl)
    2'b11: r_next = parallel_in;
    2'b10: begin
      ser_value = r_reg[N-1];     
      r_next = {r_reg[N-2:0], ser_in};
    end
    2'b01: begin
      ser_value = r_reg[0];     
      r_next = {ser_in, r_reg[N-1:1]};
    end
    2'b00: r_next = r_reg;
    default: r_next = r_reg;
  endcase
end
assign parallel_out = r_reg;
endmodule
module ula_74181(
    input logic[3:0] b, a,
    input logic[3:0] s,
    input logic m,
    input logic c_in,
    output logic[3:0] f,
    output logic a_eq_b,
    output logic c_out
);
assign a_eq_b = (a == b) ? 1'b1 : 1'b0;  
logic [4:0] result;                      
always_comb begin
    case(m)
        1: begin  
            case(s)
                4'b0000: f = ~a;
                4'b0001: f = ~(a | b);
                4'b0010: f = ~a & b;
                4'b0011: f = 4'b0000;
                4'b0100: f = ~(a & b);
                4'b0101: f = ~b;
                4'b0110: f = a ^ b;
                4'b0111: f = a & ~b;
                4'b1000: f = ~a | b;
                4'b1001: f = ~(a ^ b);
                4'b1010: f = b;
                4'b1011: f = a & b;
                4'b1100: f = 4'b0001;
                4'b1101: f = a | ~b;
                4'b1110: f = a | b;
                4'b1111: f = a;     
            endcase
        end
        0: begin  
            case(s) 
                4'b0000: result = a;
                4'b0001: result = a + b;
                4'b0010: result = a + ~b;
                4'b0011: result = -4'b0001;
                4'b0100: result = a + (a & ~b);
                4'b0101: result = (a | b) + (a & ~b);
                4'b0110: result = a - b - 1;
                4'b0111: result = (a & ~b) - 1;
                4'b1000: result = a + (a & b);
                4'b1001: result = a + b;
                4'b1010: result = (a | ~b) + (a & b);
                4'b1011: result = (a & b) - 1;
                4'b1100: result = a + (a << 1);
                4'b1101: result = (a | b) + a;
                4'b1110: result = (a | ~b) + a;
                4'b1111: result = a - 1;
            endcase
            case(~c_in)  
                1'b0: result = result + 1;
                default: result = result;
            endcase
            f = result[3:0];
            c_out = result[4];
        end
    endcase
end
endmodule
module ula_8_bits(
    input logic [7:0] b, a,
    input logic [3:0] s,
    input logic m,
    input logic c_in,
    output logic [7:0] f,
    output logic a_eq_b,
    output logic c_out,
    output logic c_ripple
);
logic [3:0] lsb_f, msb_f;      
logic lsb_a_eq_b, msb_a_eq_b;  
assign f = {msb_f, lsb_f};
ula_74181 lsb (  
    .a(a[3:0]),
    .b(b[3:0]),
    .s(s),
    .m(m),
    .c_in(c_in),
    .f(lsb_f),
    .a_eq_b(lsb_a_eq_b),
    .c_out(c_ripple)
);
ula_74181 msb (  
    .a(a[7:4]),
    .b(b[7:4]),
    .s(s),
    .m(m),
    .c_in(c_ripple),
    .f(msb_f),
    .a_eq_b(msb_a_eq_b),
    .c_out(c_out)
);
endmodule
[run.sh]
#!/bin/bash
# OpenROAD 26Q1-2900-gdf79404cd8, Yosys 0.63+post, stock flow scripts
make -C /OpenROAD-flow-scripts/flow DESIGN_CONFIG=/design/flow/config.mk WORK_HOME=/design/flow/orfs finish
==> reports/results.tsv <==
metric	value	unit
drive_gt1_share	9.45	%
cp_data_required_time	3.08	ns
area_growth	29.2	%
adder_share	9.03	%
design_area	0.00236	sq mm
preCtsSetupSlack	0.566	ns
critPathMaxStageDelay	0.42	ns
timing.final.ws_setup	0.574	ns
aoi_share	11.5	%
core-area	0.00964	sq mm
hp-class	flop to flop	
warnings	25	
cp.buffers_inverters	3	
cts_tree	done	
drv_slew	0	
xor_share	3.83	%
grt_pass1_wl	6.66	mm
grt_pass1_vias	1278	
drc	0	
setup-violations-final	0	
std_cell_rows	36	
wirelength	3.96	mm
cpMaxStageDelayCell	fa_1	
min_from	state_reg[3]$_DFF_PP0_	
post-cts-setup-buffers	0	
cts_resized	0	
path_clk_slew	0.08	ns
max_slew_margin	61.1	%
layout.area.seq	852	sq um
avgRoutedWirePerCell	11.9	um
die-height	119	um
status	complete, no violations	
insertedDiodeCount	0	
synth_seq_share	46.6	%
ant_nets	0	
fin_crit_sh	80.2	%
yosys.area.top_type_share	45.2	%
largest_reg_flops	9	
mux_area_share	12.5	%
cts_max_level	2	
worst_pin_slew	0.584	ns
port_buffers	34	
antenna_found_initial	0	
area_leaders	dfrtp_1 45%, mux2i_1 8.8%, ha_1 6.8%	
yosys.area_share.simple	8.49	%
avgSynthCellArea	10.7	sq um
cp_top_family	adder cells	
r2r_start	A.parallel_out[4]$_DFFE_PP0P_	
r2r-end	A.parallel_out[8]$_DFFE_PP0P_	
setup_tns	0	ns
drt_iter0_drc	31	
grt.total_usage	5.62	%
chip_area	0.0142	sq mm
worstPathArrival	2.51	ns
yosys_cells	171	
ys_area	0.00183	sq mm
initial_utilization	19.0	%
holdWs	0.406	ns
ys_ff	34	
irDropWorstVdd	0.000158	V
gp_congestion	0.802	
critPathCaptureType	flop	
cts_root_buffer	clkbuf_8	
grt_max_degree	35	
grt_overflow_total	0	
synthCells	171	
ctsHoldBuffers	0	
path_cells	ha_1, inv_1, fa_1, inv_1, ha_1, inv_1, a211oi_2, nand2_1, or3_1, a31o_1	
yosysUniqueCellTypes	32	
period_needed	2.33	ns
post-route-util	24.5	%
ios	35	
fin_skew	0.0128	ns
dpl-instance-area	0.00225	sq mm
nFillCells	1037	
firstDrtPassIters	4	
whs_path_depth	0	
power_density	398	mW/mm^2
mi_logic_area	828	sq um
worst-setup-path-type	flop to flop	
insertion_delay	0.29	ns
cp_max_fo	4	
hold_violations	0	
whs_endpoint	state_reg[0]$_DFF_PP1_	
r2r_cells	10	
dp_hpwl	2.86	mm
drv_cap	0	
reg2reg_slack	0.57	ns
top_logic_kind	multiplexers	
numCtsBuffers	5	
crit_path_frequent_cell	inv_1	
via_count	1262	
via_per_inst	3.78	
syn-cell-area	0.00183	sq mm
clock_sinks	34	
cp-start-kind	flop	
fmax	0.430	GHz
yosysWarnings	1	
die_x	119	um
rsz0062_at_grt	false	
leakage	0.973	nW
clock_path_buffers	2	
yosys.area.top_type	dfrtp_1	
==> worst max path at each step <==
stage                             start                             to  slack (ns)  cells after the start
6_report  A.parallel_out[4]$_DFFE_PP0P_  A.parallel_out[8]$_DFFE_PP0P_        0.57                     10
4_1_cts   A.parallel_out[4]$_DFFE_PP0P_  A.parallel_out[8]$_DFFE_PP0P_        0.55                     10
5_1_grt   A.parallel_out[4]$_DFFE_PP0P_  A.parallel_out[8]$_DFFE_PP0P_        0.37                     10
==> metrics by stage <==
| stage | cells | total power, mW |
|---|---|---|
| after floorplan | 171 | 0.490 |
| after global placement | 326 | 0.518 |
| after detailed placement | 326 | 0.518 |
| after CTS | 334 | 0.947 |
| after global routing | 334 | 0.973 |
| final | 334 | 0.939 |
==> where the power goes <==
part           leakage [nW]  total [mW]  internal (mW)  switching [mW]
Combinational         0.501      0.0332         0.0208          0.0124
Sequential            0.419       0.474          0.474               0
Clock                0.0524       0.432          0.257           0.174
Total                 0.973       0.939          0.752           0.187
==> final cells by class <==
type | instances | share of cell area [%]
sequential | 34 | 36.1
multi-input combinational | 109 | 35.1
timing repair buffer | 36 | 15.1
tap | 133 | 7.05
clock buffer | 7 | 3.23
inverter | 14 | 2.23
clock inverter | 1 | 1.27
==> routing by layer <==
metal / track usage, % / wire length (um) / vias up
li1: - / - / 636
met1: 8.43 / 2050 / 584
met2: 7.33 / 1540 / 40
met3: 2.83 / 350 / 2
met4: 0.382 / 13 / 0
met5: 0 / 0 / -
==> layout by cell type (no fill, tap or decap), types with 3 or more instances in the layout <==
master,instances
clkdlybuf4s50_1,34
dfrtp_1,33
mux2i_1,16
inv_1,14
nand2_1,14
o21ai_0,13
ha_1,10
nor2_1,7
o22ai_1,7
mux2_2,6
nand2b_1,5
a21oi_1,5
xnor2_1,5
clkbuf_8,5
xor2_1,3
==> logic make-up (layout without fill, tap and decap cells) <==
logic type	Yosys count	count (layout)
adder cells (fa/ha/maj)	12	12
flip-flops	34	34
XOR/XNOR	8	8
AND/OR/NAND/NOR	33	33
AND-OR/OR-AND	34	34
multiplexers	22	22
buffers and inverters	28	58
==> cells in the mapped netlist <==
cell,instances
dfrtp_1,33
mux2i_1,16
inv_1,14
nand2_1,14
o21ai_0,13
ha_1,10
buf_4,8
nor2_1,7
o22ai_1,7
mux2_2,6
a21oi_1,5
nand2b_1,5
xnor2_1,5
clkbuf_1,4
xor2_1,3
a211o_1,2
a21o_1,2
fa_1,2
or3_1,2
a211oi_2,1
a21o_2,1
a21oi_2,1
a31o_1,1
and2_1,1
buf_2,1
buf_8,1
dfstp_2,1
nand4_1,1
nor3_1,1
nor4b_1,1
o21ai_1,1
or2_2,1
No activity file was given, so power comes from the tool's default toggle rates.
